<file path="flow/design.v">
module top(
  input clk, rst,
  input wr,
  input [3:0]  addrin,
  input [31:0]  datain,
  output [31:0] dataout
);
  logic [31:0] reg1; 
  logic [31:0] reg2; 
  logic [31:0] reg3; 
  logic [31:0] reg4; 
  logic [31:0] temp;
  always@(posedge clk)
    begin
      if(rst)
        begin
        reg1 <= 32'h0;
        reg2 <= 32'h0;
        reg3 <= 32'h0;
        reg4 <= 32'h0;
        temp <= 32'h0;  
        end
      else 
        begin
          if(wr) 
           begin
            case(addrin)
              2'b00: reg1 <= datain;
              2'b01: reg2 <= datain;
              2'b10: reg3 <= datain;
              2'b11: reg4 <= datain;
            endcase
          end
          else
           begin
            case(addrin)
              2'b00: temp <= reg1;
              2'b01: temp <= reg2;
              2'b10: temp <= reg3;
              2'b11: temp <= reg4;
            endcase
          end
        end
    end
  assign dataout = temp;
endmodule
interface top_if ;
  logic clk, rst;
  logic wr;
  logic [3:0]  addrin;
  logic [31:0]  datain;
  logic [31:0] dataout;
endinterface
</file>
<file path="flow/run.sh">
#!/bin/bash
# OpenROAD 26Q1-2900-gdf79404cd8, Yosys 0.63+post, stock flow scripts
make -C /OpenROAD-flow-scripts/flow DESIGN_CONFIG=/design/flow/config.mk WORK_HOME=/design/flow/orfs finish
</file>
<file path="flow/config.mk">
export PLATFORM = sky130hd
export DESIGN_NAME = top
export DESIGN_NICKNAME = top
export VERILOG_FILES = /design/flow/design.v
export SDC_FILE = /design/flow/constraint.sdc
export NUM_CORES = 4
export LEC_CHECK = 1
export CORE_UTILIZATION = 50
</file>
<file path="flow/constraint.sdc">
current_design top

set clk_period 12.7
set clk_io_pct 0.2

create_clock -name clk0 -period $clk_period [get_ports {clk}]

set non_clock_inputs [all_inputs -no_clocks]
set_input_delay [expr $clk_period * $clk_io_pct] -clock clk0 $non_clock_inputs
set_output_delay [expr $clk_period * $clk_io_pct] -clock clk0 [all_outputs]
</file>
==> out/metrics.json <==
{
  "sta": {
    "slew_headroom_pct": 40.3,
    "timing_worst_slew_pin_value_ns": 0.895,
    "finalWorstSetupSlack_ns": 7.97,
    "unrepaired_setup_endpoints_after_global_routing": "false",
    "fin_crit_ns": 4.73,
    "final.period_utilization_pct": 37.2,
    "fmaxAchievable_ghz": 0.212,
    "final_worst_clock_skew_ns": 0.00552,
    "tns_ns": 0,
    "final_max_slew_viol_count": 0,
    "finalSetupViolations": 0,
    "timing.final.hold_violations": 0,
    "hold-worst-slack_ns": 0.478
  },
  "detailed_routing": {
    "vias": 6464,
    "mean_routed_wirelength_per_cell_um": 19.0,
    "drt_pre_antenna_iters": 5,
    "dr.first_iter.drc_count": 619,
    "drt_wl_total_mm": 19.9,
    "route.antenna.remaining_nets": 0,
    "post_drt_via_cell_ratio": 6.16,
    "n_antenna_cell": 0,
    "detail_route.drc_violations": 0
  },
  "worst_setup_path": {
    "worstReg2RegStart": "reg2[24]",
    "cp_data_arrival_time_ns": 5.06,
    "reg2reg_setup_slack_ns": 11.63,
    "timing.critical_path.depth": 5,
    "cp-end-kind": "register",
    "critical_path.reg2reg.endpoint": "temp[24]",
    "worst_r2r_path_depth": 3,
    "slowest_stage": "buf_4",
    "worst-setup-path-type": "input port to register",
    "crit_buf_inv": 2,
    "path_cells": "clkdlybuf4s50_1, or3b_4, buf_4, o21ai_0, a21oi_1",
    "cpPeakStageDelay_ns": 0.79,
    "worst_path_max_fanout": 84,
    "cp_data_required_time_ns": 13.04,
    "cp-start-kind": "input port",
    "worst_path_dominant_cell_family": "buffers and inverters"
  },
  "synth": {
    "postSynth.topFlopCell": "dfxtp_1",
    "synth.largest_area_cell": "dfxtp_1",
    "synthArstFlopShare_pct": 0,
    "ys_area_sq_um": 7210,
    "top_area_share_pct": 44.5,
    "yosys_cells": 851,
    "synthesis.yosys.warnings": 1,
    "enable_flop_cells": 0,
    "area_leaders": "dfxtp_1 (44%), a21oi_1 (8.9%), nand3_1 (8.9%)",
    "synthesis.area_per_instance_sq_um": 8.47,
    "synth_seq_share_pct": 44.5,
    "mappedNetlistArea_sq_um": 7210,
    "netlist_instances": 851,
    "synth.distinct_cells": 27,
    "synth-seq-cells": 160
  },
  "final_layout": {
    "layout-drive-gt1-share_pct": 7.13,
    "lay_top_count": "dfxtp_1",
    "design_area_sq_um": 8330,
    "synthToLayoutAreaGrowth_pct": 15.6,
    "final-instance-count-excl-fill": 1049,
    "layout.cells.most_common_list": "dfxtp_1 (160), nand3_1 (128), a21oi_1 (128)"
  },
  "clock_network": {
    "clock-sinks": 160,
    "cts_tree": "done",
    "cts_hold_repair.buffers": 0,
    "clock_path_buffers": 2,
    "ctsResizeCount": 0,
    "postCtsSetupBuffers": 0,
    "clock.latency.late_pin_ns": 0.42,
    "cts_htree_levels": 4,
    "cts-buffers-inserted": 17,
    "worst_setup_hold_path_clk_slew_ns": 0.06,
    "clock-root-buffer": "clkbuf_16"
  },
  "floorplan": {
    "placement_rows": 43,
    "die_h_um": 122,
    "boundaryPins": 71,
    "die_area_sq_um": 14900,
    "fp_util_pct": 51.5,
    "placeableCoreArea_sq_um": 14000,
    "die_w_um": 122
  },
  "worst_hold_path": {
    "count_of_cells_along_the_worst_hold_path": 2,
    "timing.hold.worst_endpoint": "reg4[24]",
    "worstHoldPathType": "register to register",
    "hold_path.startpoint": "reg4[24]"
  },
  "placement": {
    "routabilityCongestion": 0.764,
    "place.detailed.instances": 1017,
    "placement.cell_area_sq_um": 7700,
    "io_buffer_count": 70,
    "detailed_place_hpwl_mm": 10.4,
    "pre_cts_ws_ns": 7.65
  },
  "power_and_ir_drop": {
    "pwr_density_cell_nw_per_um2": 140,
    "power.leakage_nw": 2.59,
    "vdd_ir_drop_max_mv": 0.118
  },
  "global_route": {
    "antenna_found_initial": 0,
    "grt_pass1_vias": 6036,
    "groute.usage.overall_pct": 28.6,
    "global_route_wire_length_before_repair_mm": 32.1,
    "pin_count_of_the_biggest_net_entering_global_routing": 129,
    "globalRouteOverflowTotal": 0
  },
  "run": {
    "max_cap_viol_count": 0,
    "openroad.warnings": 28
  },
  "run_status": {
    "run_status": "finished, final reports clean"
  }
}
[cells in the mapped netlist (2+ instances only)]
| cell | instances |
|---|---|
| buf_6 | 17 |
| nor2_1 | 3 |
| o21ai_0 | 25 |
| nor3b_1 | 32 |
| a21oi_1 | 128 |
| o21a_1 | 32 |
| dfxtp_1 | 160 |
| nand3_1 | 128 |
| a22o_1 | 32 |
| o221ai_1 | 32 |
| nand2b_1 | 2 |
| o21ai_1 | 103 |
| buf_2 | 40 |
| clkbuf_1 | 40 |
| a21boi_0 | 32 |
| buf_4 | 2 |
| nor2b_1 | 2 |
| inv_1 | 32 |
[area by class of cell]
| type | instances | area [sq um] |
|---|---|---|
| Timing Repair Buffer | 87 | 828 |
| Multi-Input combinational cell | 558 | 3330 |
| Sequential cell | 160 | 3200 |
| Inverter | 32 | 120 |
| Clock inverter | 14 | 189 |
| Clock buffer | 18 | 439 |
| Tap cell | 180 | 225 |
| Fill cell | 1226 | 5660 |
[worst min-delay path: stages, from the launching register on]
cell and delay, ns:
dfxtp_1 0.30, o21ai_1 0.06, a21oi_1 0.06
[worst max path at each step]
stage,slack (ns),end,start
CTS,8.08,reg2[23],addrin[3]
global route,7.89,reg2[2],addrin[2]
finish,7.97,reg2[24],addrin[3]
[metal layers]
layer  vias to the layer above  track usage (%)  share of wire (%)
li1                       3119                -                  -
met1                      3138             45.2                 46
met2                       198             43.9                 47
met3                         9             5.10                6.1
met4                         0             2.47               0.57
met5                         -                0                  0
[cell families after synthesis]
kind of cell | count (synthesis) | share of synthesized area [%]
compound gates | 384 | 32.2
flops | 160 | 44.5
buf+inv | 133 | 9.67
simple gates | 174 | 13.6
[sequential cells by signal, indices dropped and copies added, names as in the netlist]
name	flops
reg4	32
reg1	32
reg2	32
temp	32
reg3	32
[through the flow]
stage / total power, mW / util, %
after floorplan: 0.590 / -
after global placement: 0.632 / 55.1
after detailed placement: 0.633 / 55.1
after CTS: 1.17 / 59.6
after global routing: 1.20 / 59.6
final: 1.16 / 59.6
[where the power goes]
group	internal, mW	switching [mW]
clock	0.334	0.205
combinational	0.0388	0.0679
sequential	0.512	0.00475
Power is estimated from default activity; no workload was simulated.
